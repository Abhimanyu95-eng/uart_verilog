**flow/run.sh**
```bash
#!/bin/bash
# OpenROAD 26Q1-2900-gdf79404cd8, Yosys 0.63+post, stock flow scripts
make -C /OpenROAD-flow-scripts/flow DESIGN_CONFIG=/design/flow/config.mk WORK_HOME=/design/flow/orfs finish
```
**flow/config.mk**
```make
export PLATFORM = sky130hd
export DESIGN_NAME = uart_top
export DESIGN_NICKNAME = uart_top
export VERILOG_FILES = /design/flow/design.v
export SDC_FILE = /design/flow/constraint.sdc
export NUM_CORES = 4
export LEC_CHECK = 1
export CORE_UTILIZATION = 30
```
**flow/constraint.sdc**
```tcl
current_design uart_top

set clk_period 3.9
set clk_io_pct 0.2

create_clock -name clk0 -period $clk_period [get_ports {clk}]

set non_clock_inputs [all_inputs -no_clocks]
set_input_delay [expr $clk_period * $clk_io_pct] -clock clk0 $non_clock_inputs
set_output_delay [expr $clk_period * $clk_io_pct] -clock clk0 [all_outputs]
```
**flow/design.v**
```verilog
module uartRX # (parameter clk_freq = 1000000,
parameter baud_rate = 9600)(
    input clk, reset,
    input rx_line, 
    output reg [7:0] data_out,
    output reg data_ready );
    localparam IDLE = 0, START = 1, DATA = 2, STOP = 3;
    reg [7:0] bit_count;
    reg [1:0] state;
    wire baud_tick;
    reg [7:0] shift_reg;
    baud_generator #(.clk_freq(clk_freq), .baud_rate(baud_rate)) 
    baud_gen (.clk(clk), .reset(reset), .baud_tick(baud_tick));
    reg rx_sync, rx_prev; 
    always@(posedge clk) begin
        if( reset) begin
            rx_sync <= 1'b1;
            rx_prev <= 1'b1;
        end
        else begin
            rx_sync <= rx_line;
            rx_prev <= rx_sync;
        end
    end 
    always@(posedge clk) begin
        if(reset) begin
            bit_count <= 0;
            shift_reg <= 0;
            state <= IDLE;
            data_out <= 0;
            data_ready <= 0; end
        else begin 
            case(state)
                IDLE : begin
                     data_ready <= 1'b0;
                     if (rx_prev && !rx_sync) begin
                         state <= START;
                     end
                end
                START : begin
                    if (baud_tick) begin
                        if (!rx_sync) begin 
                            state <= DATA;
                            bit_count <= 0;
                        end
                        else begin
                            state <= IDLE;
                        end
                    end
                end
                DATA : begin
                    if (baud_tick) begin
                        shift_reg <= {rx_sync, shift_reg[7:1]};
                        if (bit_count == 7) begin
                            state <= STOP; 
                        end
                        else begin
                            bit_count <= bit_count + 1;
                        end
                    end
                end
                STOP : begin
                    if (baud_tick) begin
                        if(rx_sync) begin
                            data_out <= shift_reg;
                            data_ready <= 1'b1;
                        end
                            state <= IDLE;
                    end
                end
            endcase
        end
     end
endmodule
module uartTX #(
    parameter clk_freq = 1000000,
    parameter baud_rate = 9600)(
    input clk, reset,
    input send, 
    input [7:0] data_in,
    output reg tx_line,
    output reg busy);
    localparam IDLE = 0, START = 1, DATA = 2, STOP = 3;
    reg [7:0] bit_count;
    reg [1:0] state;
    wire baud_tick;
    reg [7:0] shift_reg;
    baud_generator #( .clk_freq(clk_freq), .baud_rate(baud_rate))
    baud_gen (.clk(clk), .reset(reset), .baud_tick(baud_tick));
    always@(posedge clk) begin
        if (reset) begin
            state <= IDLE;
            shift_reg <= 0;
            bit_count <= 0;
            busy <= 0;
            tx_line <= 1'b1;
        end
        else begin
            case(state) 
                IDLE : begin
                    busy <= 0;
                    tx_line <= 1'b1;
                    if (send) begin
                        shift_reg <= data_in;
                        state <= START;
                        tx_line <= 1'b0; 
                        busy <= 1'b1;
                    end
                end
                START : begin
                    if (baud_tick) begin
                        state <= DATA;
                        bit_count <= 0;
                    end
                end 
                DATA : begin
                    tx_line <= shift_reg[0];
                    if (baud_tick) begin
                        shift_reg <= {1'b0, shift_reg[7:1]};
                        if (bit_count == 7) begin
                            state <= STOP;
                        end
                        else begin
                        bit_count <= bit_count + 1;
                        end
                    end
                end
                STOP : begin
                    tx_line <= 1'b1;
                    if(baud_tick) begin
                        state <= IDLE;
                        busy <= 1'b0;
                    end
                end
            endcase
        end
    end
endmodule
module uart_top # (parameter clk_freq = 1000000,
parameter baud_rate = 9600)(input clk, reset,
    input [7:0] tx_data, 
    input tx_send, 
    output tx_line, 
    output tx_busy,
    input rx_line,
    output [7:0] rx_data,
    output  rx_ready
    );
    uartTX #(.clk_freq(clk_freq), .baud_rate(baud_rate)) tx_unit (.clk(clk), .reset(reset)
    ,.send(tx_send), .data_in(tx_data), .busy(tx_busy), .tx_line(tx_line) );
     uartRX #(.clk_freq(clk_freq), .baud_rate(baud_rate)) rx_unit (.clk(clk), .reset(reset),
     .rx_line(rx_line), .data_out(rx_data), .data_ready(rx_ready));
endmodule
module baud_generator #(
    parameter clk_freq = 1000000,
    parameter baud_rate = 9600)(
    input clk, reset,
    output reg baud_tick);
    localparam COUNTMAX = (clk_freq / baud_rate) - 1;
    reg [15:0] counter;
    always@(posedge clk) begin
        if (reset) begin    
            counter <= 0;
            baud_tick <= 0;
        end
        else if (counter >= COUNTMAX) begin
            counter <= 0;
            baud_tick <= 1;
        end
        else begin 
            counter <= counter + 1;
            baud_tick <= 0;
        end
    end
endmodule
```
==> results_slide.txt <==
Flow Results at a Glance

Status
  – Status: finished clean

Setup path
  – CP Buf/Inv Count: 0
  – CP delay by family, top: simple AND/OR/NAND/NOR gates
  – Setup crit end: rx_unit.bit_count[7]
  – RR Endpoint: rx_unit.bit_count[7]
  – Worst path max stage delay: about 500 ps
  – Critical Path AT: between 2000 and 2500 ps
  – Worst-path cell chain: ha_1 > nor4b_1 > and3_1 > o311ai_0 > o41ai_1
  – CP startpoint: rx_unit.bit_count[0]
  – Crit. End Element: flop
  – R2r startpoint: rx_unit.bit_count[0]
  – Reg2reg path depth: 5
  – Crit path kind: reg2reg
  – CP max-delay cell: nor4b_1
  – CP max FO: 9
  – FF-to-FF setup slack: ~1900 ps
  – Crit path depth: 5
  – Startpoint types: flop
  – CP required: 4140 ps

Finish
  – Most common logic cells in the final layout: dfxtp_1, nand2_1, a21oi_1, nor2_1, nand3_1
  – Top cell excl fill/tap: dfxtp_1
  – Layout cells sized above 1: under 10%
  – Area growth from synthesis to layout: 17.6%
  – Largest registers: rx_unit.baud_gen.counter (16), tx_unit.baud_gen.counter (16)

Synth
  – FFs w/ async S/R, synth: 0%
  – Mapped cell area: 3330 um2
  – Unique masters post-synth: approximately 50
  – Share of the yosys chip area belonging to registers: a little over half
  – Cell count after synthesis: 364
  – Dominant flop cell: dfxtp_1
  – YS chip area: between 3000 and 4000 um2
  – EDFF count, synth: 0
  – Syn. warnings: 3
  – Syn Area/Cell: between 9 and 10 um2
  – Seq cells post-synth: roughly 87
  – # Cells Yosys: 364

Timing
  – RSZ-0062 raised after global routing: false
  – # setup viols final: 0
  – Cycle use final: between 50% and 60%
  – Tmin final: between 2000 and 2500 ps
  – Fmax: 496 MHz
  – Slew headroom: between 40% and 50%
  – Worst slew pin tran: slightly above 800 ps
  – Setup TNS: 0 ps
  – Hold Violations, Final: 0
  – Worst-case clock skew: 12.3 ps
  – Final Slew Violations: 0

Routing
  – Drt wl/cell: about 10 um
  – DR iter-0 viols: around 65
  – Via count: ~2500
  – Antenna diode count: 0
  – Drt total wl: 5.68 mm
  – Drt pass-1 iters: 4
  – Vias per cell: approximately 4.6
  – Drc violations: 0
  – Antenna Violating Nets Remaining: 0

Worst hold path
  – Hold crit path type: reg2reg

Global routing
  – First-pass GRT wire length: between 9 and 10 mm
  – Overall Global Routing Usage: a little over a tenth
  – Initial antenna violation count: 0
  – Largest net degree at the start of global routing: 31
  – Met3 usage: approximately 2.6%
  – Most Used Layer, Global Route: met1
  – Met2 global-route usage: ~15%
  – Total global routing overflow: 0
  – Number of global-route vias before repair: about 2200
  – Met1 Use GR: 16.7%

Pwr
  – Leak pwr: ~1.4 nW
  – Peak supply drop: between 100 and 150 uV
  – Overall power: about 1.6 mW
  – Pwr Density: ~410 nW/um2

Job
  – Max Cap Viol: 0
  – OpenROAD warnings: 25

Placement
  – DPL Wire Length: 3.69 mm
  – Placer Congestion: approximately 0.82
  – Count of buffers from port buffering: 22

Clocking
  – CTS buffer count: 9
  – # Post-CTS Setup Buffers: 0
  – Clk root buf: clkbuf_8
  – # H-tree levels: 3
  – CTS tree: yes
  – Hold_buf cts: 0
  – Clock Latency Late Sink: ~350 ps
  – Clock sink count: a little under 90
  – Longest Clk Path Bufs: 2
  – # resized after CTS: 0
  – Clk pin slew, worst setup/hold paths: 80 ps

Floorplan
  – Vert. Die Dim: 107 um
  – FP Core Util: approximately 30%
  – Die width: 107 um
  – Core box area: ~11000 um2
  – Cell Rows: 38
  – I/O pins: 23
  – Die area: between 10000 and 15000 um2
[layer usage]
layer	routed length [um]	part of all wire, %
met4	102	1.8
met1	3030	53
met2	2280	40
met3	275	4.8
met5	0	0
[where the power goes]
group,switching [mW],internal [mW]
clock network,0.296,0.314
registers,0.0182,0.914
logic,0.0385,0.0386
[worst min-delay path by stage]
stage / start / end / slack, ps / cells after the start
CTS: rx_unit.baud_gen.counter[0] / rx_unit.baud_gen.counter[0] / 450 / 1
global route: rx_unit.shift_reg[0] / rx_unit.data_out[0] / 470 / 2
finish: rx_unit.baud_gen.counter[0] / rx_unit.baud_gen.counter[0] / 450 / 1
[Yosys cell counts, types with 5 or more instances]
cell	count	area (um2)
or3_1	5	31.3
o21ai_0	10	50.1
nor2_1	34	128
mux2i_1	10	100
dfxtp_1	87	1740
a21oi_1	35	175
nand3_1	26	130
or2_2	6	37.5
a211oi_1	10	75.1
xor2_1	7	61.3
nand2_1	41	154
clkbuf_1	11	41.3
and3_1	6	37.5
nand2b_1	13	81.3
[area by class of cell]
| type | count | area, um2 |
|---|---|---|
| Clock inverter | 3 | 42.5 |
| Tap cell | 140 | 175 |
| Sequential cell | 87 | 1740 |
| Fill cell | 1088 | 6930 |
| Multi-Input combinational cell | 273 | 1550 |
| Inverter | 4 | 15.0 |
| Timing Repair Buffer | 25 | 238 |
| Clock buffer | 13 | 149 |
[cells by family (layout without fill, tap and decap cells)]
group	after synthesis	after routing	share of synthesized area (%)
AOI/OAI and AO/OA	75	75	14.2
xor gates and xnor gates	11	11	2.89
adders and majority gates	4	4	1.50
buffers and inverters	21	45	2.89
DFF	87	87	52.3
muxes	10	10	3.01
other	1	18	0.113
and+or+nand+nor	155	155	23.1
[worst reg2reg max path: stages (launching register included)]
cell and delay (ps):
dfxtp_1 400, ha_1 250, nor4b_1 500, and3_1 450
o311ai_0 210, o41ai_1 100
[metrics by stage]
step	utilization [%]	setup slack (ps)	cell area, um2	instances	hold WS [ps]
final	36.1	1880	3920	545	451
after global routing	36.1	1700	3920	545	474
after CTS	36.1	1910	3920	545	453
after detailed placement	34.3	1750	3720	529	440
after global placement	34.3	1770	3720	529	428
after floorplan	-	2180	3390	381	418
Power and IR drop assume default switching activity.
